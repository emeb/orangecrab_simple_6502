==> ./design.v <==
`default_nettype none
module acia(
	input clk,				 
	input rst,				 
	input cs,				 
	input we,				 
	input rs,				 
	input rx,				 
	input [7:0] din,		 
	output reg [7:0] dout,	 
	output tx,				 
	output irq				 
);
	localparam sym_rate = 9600;
    localparam clk_freq = 48000000;
    localparam sym_cnt = clk_freq / sym_rate;
	localparam SCW = $clog2(sym_cnt);
	wire [SCW-1:0] sym_cntr = sym_cnt;
	wire tx_start = cs & rs & we;
	reg [1:0] counter_divide_select, tx_start_control;
	reg [2:0] word_select;  
	reg receive_interrupt_enable;
	always @(posedge clk)
	begin
		if(rst)
		begin
			counter_divide_select <= 2'b00;
			word_select <= 3'b000;
			tx_start_control <= 2'b00;
			receive_interrupt_enable <= 1'b0;
		end
		else if(cs & ~rs & we)
			{
				receive_interrupt_enable,
				tx_start_control,
				word_select,
				counter_divide_select
			} <= din;
	end
	wire acia_rst = rst | (counter_divide_select == 2'b11);
	wire [7:0] rx_dat, status;
	always @(posedge clk)
	begin
		if(rst)
		begin
			dout <= 8'h00;
		end
		else
		begin
			if(cs & ~we)
			begin
				if(rs)
					dout <= rx_dat;
				else
					dout <= status;
			end
		end
	end
	reg txe;
	wire tx_busy;
	reg prev_tx_busy;
	always @(posedge clk)
	begin
		if(rst)
		begin
			txe <= 1'b1;
			prev_tx_busy <= 1'b0;
		end
		else
		begin
			prev_tx_busy <= tx_busy;
			if(tx_start)
				txe <= 1'b0;
			else if(prev_tx_busy & ~tx_busy)
				txe <= 1'b1;
		end
	end
	wire rx_stb;
	reg rxf;
	always @(posedge clk)
	begin
		if(rst)
			rxf <= 1'b0;
		else
		begin
			if(rx_stb)
				rxf <= 1'b1;
			else if(cs & rs & ~we)
				rxf <= 1'b0;
		end
	end
	wire rx_err;
	assign status = 
	{
		irq,				 
		1'b0,				 
		rx_err,			     
		rx_err,			     
		1'b0,				 
		1'b0,				 
		txe,				 
		rxf					 
	};
	acia_rx #(
		.SCW(SCW),				 
		.sym_cnt(sym_cnt)		 
	)
	my_rx(
		.clk(clk),				 
		.rst(acia_rst),			 
		.rx_serial(rx),		     
		.rx_dat(rx_dat),         
		.rx_stb(rx_stb),         
		.rx_err(rx_err)          
	);
	acia_tx #(
		.SCW(SCW),               
		.sym_cnt(sym_cnt)        
	)
	my_tx(
		.clk(clk),				 
		.rst(acia_rst),			 
		.tx_dat(din),            
		.tx_start(tx_start),     
		.tx_serial(tx),          
		.tx_busy(tx_busy)        
	);
	assign irq = (rxf & receive_interrupt_enable) | ((tx_start_control==2'b01) & txe);
endmodule
`default_nettype none
module acia_rx(
	input clk,				   
	input rst,				   
	input rx_serial,		   
	output reg [7:0] rx_dat,   
	output reg rx_stb,         
	output reg rx_err          
);
    parameter SCW = 8;
	parameter sym_cnt = 139;
	reg [7:0] in_pipe;
	reg in_state;
	wire all_zero = ~|in_pipe;
	wire all_one = &in_pipe;
	always @(posedge clk)
		if(rst)
		begin
			in_pipe <= 8'hff;
			in_state <= 1'b1;
		end
		else
		begin
			in_pipe <= {in_pipe[6:0],rx_serial};
			if(in_state && all_zero)
				in_state <= 1'b0;
			else if(!in_state && all_one)
				in_state <= 1'b1;
		end
	reg [8:0] rx_sr;
	reg [3:0] rx_bcnt;
	reg [SCW-1:0] rx_rcnt;
	reg rx_busy;
	always @(posedge clk)
		if(rst)
		begin
			rx_busy <= 1'b0;
			rx_stb <= 1'b0;
			rx_err <= 1'b0;
		end
		else
		begin
			if(!rx_busy)
			begin
				if(!in_state)
				begin
					rx_bcnt <= 4'h9;
					rx_rcnt <= sym_cnt/2;
					rx_busy <= 1'b1;
				end
				rx_stb <= 1'b0;
			end
			else
			begin
				if(~|rx_rcnt)
				begin
					rx_sr <= {in_state,rx_sr[8:1]};
					rx_rcnt <= sym_cnt;
					rx_bcnt <= rx_bcnt - 1;
					if(~|rx_bcnt)
					begin
						rx_dat <= rx_sr[8:1];
						rx_busy <= 1'b0;
						if(in_state && ~rx_sr[0])
						begin
							rx_err <= 1'b0;
							rx_stb <= 1'b1;
						end
						else
							rx_err <= 1'b1;
					end
				end
				else
					rx_rcnt <= rx_rcnt - 1;
			end
		end
endmodule
`default_nettype none
module acia_tx(
	input clk,				 
	input rst,				 
	input [7:0] tx_dat,		 
	input tx_start,			 
	output tx_serial,		 
	output reg tx_busy		 
);
    parameter SCW = 8;		 
	parameter sym_cnt = 139;	 
	reg [8:0] tx_sr;
	reg [3:0] tx_bcnt;
	reg [SCW-1:0] tx_rcnt;
	always @(posedge clk)
	begin
		if(rst)
		begin
			tx_sr <= 9'h1ff;
			tx_bcnt <= 4'h0;
			tx_rcnt <= {SCW{1'b0}};
			tx_busy <= 1'b0;
		end
		else
		begin
			if(!tx_busy)
			begin
				if(tx_start)
				begin
					tx_busy <= 1'b1;
					tx_sr <= {tx_dat,1'b0};
					tx_bcnt <= 4'd9;
					tx_rcnt <= sym_cnt;
				end
			end
			else
			begin
				if(~|tx_rcnt)
				begin
					tx_sr <= {1'b1,tx_sr[8:1]};
					tx_bcnt <= tx_bcnt - 1;
					tx_rcnt <= sym_cnt;
					if(~|tx_bcnt)
					begin
						tx_busy <= 1'b0;
					end
				end
				else
					tx_rcnt <= tx_rcnt - 1;
			end	
		end
	end
	assign tx_serial = tx_sr;
endmodule
==> ./run.sh <==
#!/bin/bash
# OpenROAD 26Q1-2900-gdf79404cd8, Yosys 0.63+post, stock flow scripts
make -C /OpenROAD-flow-scripts/flow DESIGN_CONFIG=/design/flow/config.mk WORK_HOME=/design/flow/orfs finish
==> ./config.mk <==
export PLATFORM = sky130hd
export DESIGN_NAME = acia
export DESIGN_NICKNAME = acia
export VERILOG_FILES = /design/flow/design.v
export SDC_FILE = /design/flow/constraint.sdc
export NUM_CORES = 4
export LEC_CHECK = 1
export CORE_UTILIZATION = 50
export SYNTH_HDL_FRONTEND = slang
==> ./constraint.sdc <==
current_design acia

set clk_period 4.9
set clk_io_pct 0.2

create_clock -name clk0 -period $clk_period [get_ports {clk}]

set non_clock_inputs [all_inputs -no_clocks]
set_input_delay [expr $clk_period * $clk_io_pct] -clock clk0 $non_clock_inputs
set_output_delay [expr $clk_period * $clk_io_pct] -clock clk0 [all_outputs]
==> results_dict.tcl <==
# implementation run metrics
set metrics [dict create \
    dp_slack_ns 1.523 \
    mux_share_pct 2.118 \
    p_int_mw 1.232 \
    simple_gate_share_pct 20.91 \
    max-cap-violations 0 \
    leakage_nw 1.449 \
    num_vias 2641 \
    numCtsBuffers 9 \
    syn2layout_area_growth_pct 14.73 \
    cts_tree "yes" \
    criticalPathCategory "primary input to flip-flop" \
    grt_pass1_wl_um 11170 \
    ys_sh_xor_pct 4.169 \
    synth_area_mm2 0.003781 \
    synth_stat.cells 371 \
    io_buffers 23 \
    adder_share_pct 2.316 \
    drtAntennaViolNets 0 \
    yosysTopAreaCellShare_pct 29.12 \
    gp_congestion 0.8275 \
    status "finished, final reports clean" \
    power_density_mw_per_mm2 381.5 \
    worst_pin_slew_ns 0.7378 \
    syn_area_per_cell_um2 10.19 \
    die_w_um 88.96 \
    clkTransAtPathRegs_ns 0.09 \
    ys_seq_share_pct 56.12 \
    clkPwrFrac_pct 34.1 \
    power_mw 1.655 \
    worst_r2r_startpoint "my_rx.rx_rcnt[0]$_SDFFCE_PN0P_" \
    worstHoldStart "dout[2]$_SDFFE_PP0P_" \
    grt_setup_unrepaired "false" \
    log.warning_count 28 \
    worstSkewPairLatency_ns 0.35 \
    drive_above_1_share_pct 7.250 \
    ys_warn_count 0 \
    vias_per_cell 5.293 \
    finClkSkew_ns 0.01222 \
    top_logic_kind "simple AND/OR/NAND/NOR gates" \
    core_region_area_mm2 0.007292 \
    fp_util_pct 51.85 \
    gr-total-overflow 0 \
    setup_viol 0 \
    die_h_um 88.96 \
    slew_viol_final 0 \
    fin_ws_ns 1.881 \
    critPathLaunch "rs" \
    worstSetupStartpointType "primary input" \
    dpl_cell_area_mm2 0.004105 \
    top_area_cell "dfxtp_1" \
    grt_pass1_vias 2384 \
    dp_hpwl_um 4463 \
    endpoint_kind "flip-flop" \
    htreeDepth 3 \
    min_period_ns 3.019 \
    grt_max_degree 20 \
    drt_iter0_drc 121 \
    vdd_drop_max_mv 0.2834 \
    critical_path.max_fanout 14 \
    p_sw_mw 0.4232 \
    period_used_pct 61.62 \
    synth-seq-cells 89 \
    slew_headroom_pct 50.72 \
    timing.setup.tns_ns 0 \
    swShare_pct 25.57 \
    post-cts-setup-buffers 0 \
    drc 0 \
    n_fill_cell 626 \
    hold_class "flip-flop to flip-flop" \
    hold_viol 0 \
    reg2reg_slack_ns 2.30 \
    cts-root-buf "clkbuf_8" \
    holdBufCountCts 0 \
    wire_per_inst_um 13.35 \
    antenna_found_initial 0 \
    fmax_ghz 0.3312 \
    final_cell_mix "dfxtp_1 (55), nor2_1 (43), edfxtp_1 (34), nand2_1 (29), clkdlybuf4s50_1 (23)" \
    syn_inst 371 \
    final_common_cell "dfxtp_1" \
    cts_resized 0 \
    drt_wl_total_um 6661 \
    pwr-share-seq_pct 51.4 \
    first_pass_iters 4 \
    area_leaders "dfxtp_1 (29%), edfxtp_1 (27%), nor2_1 (4.3%)" \
    chip_area_mm2 0.007914 \
    cp.required_ns 5.13 \
    cts_max_path_buffers 2 \
    ys_types 46 \
    grt.total_usage_pct 19.11 \
    combPwrFrac_pct 14.5 \
    ys_sh_aoi_pct 11.48 \
    antennaDiodeCount 0 \
    critical_path_arrival_ns 3.25 \
    row_count 31 \
    design.portCount 24 \
    numClockSinks 89 \
    ys_chip_area_mm2 0.003781 \
    final_cell_area_mm2 0.004338 \
    final_cells 499 \
    dpl.cell_count 483 \
]
-- routing by layer --
layer	routed length, um	vias to the layer above	track usage, %
met5	0	-	0
met4	72	0	1.876
met3	328	6	5.150
met2	2834	50	27.20
met1	3426	1212	32.93
li1	-	1373	-
-- through the flow --
step	hold slack, ns	util [%]
4_1_cts	0.4560	59.49
3_3_place_gp	0.4412	56.30
6_report	0.4534	59.49
2_1_floorplan	0.4174	-
5_1_grt	0.4714	59.49
3_5_place_dp	0.4296	56.30
-- layout make-up --
| type | instances | area [um^2] | share of cell area [%] |
|---|---|---|---|
| clock buffer | 12 | 156.4 | 3.605 |
| clock inverter | 4 | 76.32 | 1.759 |
| inverter | 13 | 48.80 | 1.125 |
| multi-input combinational | 255 | 1550 | 35.74 |
| sequential | 89 | 2122 | 48.92 |
| tap | 99 | 123.9 | 2.855 |
| timing repair buffer | 27 | 260.3 | 5.999 |
-- critical path, cell delays in order --
cell             delay [ns]
clkdlybuf4s50_1        0.76
a31oi_1                0.33
or4_1                  0.58
or3_1                  0.34
xor2_1                 0.18
a21oi_2                0.07
-- synthesized netlist by cell type, drive strengths merged --
cell    instances
or2             1
and3            2
a311oi          1
clkbuf         12
nand2          29
or3             2
nand3           9
nor2b           3
a221o           1
nor3           13
or4             7
buf             2
a211oi         10
and4            1
xnor2           9
o31a            1
a21boi          3
and2            9
nor4b           2
a22o            2
ha              7
o41ai           1
nor3b           2
a21o            3
o22ai           2
nand3b          2
nand4           3
edfxtp         34
nand2b         13
nor4            8
o21ai          20
xor2            9
mux2i           8
dfxtp          55
a31oi           6
a21oi          19
nor2           44
inv            13
o211ai          1
or3b            2
-- power by group through the flow --
stage	Combinational (mW)	Sequential [mW]	Clock, mW
finish	0.240	0.850	0.564
CTS	0.241	0.849	0.584
global route	0.278	0.857	0.614
-- kinds of logic after synthesis --
kind of cell,count (synthesis)
compound gates,70
xor+xnor,18
fa+ha+maj,7
buf+inv,27
flops,89
mux,8
simple gates,152
-- flip-flops by register name (all words and copies together), names as in the netlist, 2 cells and up --
signal,cells
my_rx.in_pipe,8
my_tx.tx_sr,9
my_rx.rx_sr,9
my_rx.rx_bcnt,4
my_tx.tx_bcnt,4
counter_divide_select,2
my_tx.tx_rcnt,13
tx_start_control,2
dout,8
my_rx.rx_dat,8
my_rx.rx_rcnt,13
-- final timing paths --
check                                       end  depth (start not counted)
setup / recovery  my_tx.tx_rcnt[9]$_SDFFE_PN0P_                          6
hold reg to reg            dout[2]$_SDFFE_PP0P_                          2
setup reg to reg       my_rx.rx_sr[3]$_DFFE_PP_                          5
hold / removal             dout[2]$_SDFFE_PP0P_                          2
Power figures rest on the tool's default switching activity, not on a simulated workload.
